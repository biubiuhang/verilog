$ cat ./run.sh
#!/bin/bash
# OpenROAD 26Q1-2900-gdf79404cd8, Yosys 0.63+post, stock flow scripts
make -C /OpenROAD-flow-scripts/flow DESIGN_CONFIG=/design/flow/config.mk WORK_HOME=/design/flow/orfs finish
$ cat ./config.mk
export PLATFORM = sky130hd
export DESIGN_NAME = flash_led
export DESIGN_NICKNAME = flash_led
export VERILOG_FILES = /design/flow/design.v
export SDC_FILE = /design/flow/constraint.sdc
export NUM_CORES = 4
export LEC_CHECK = 1
export CORE_AREA = 10 10 112 112
export DIE_AREA = 0 0 122 122
$ cat ./constraint.sdc
current_design flash_led

set clk_period 4.1
set clk_io_pct 0.2

create_clock -name clk0 -period $clk_period [get_ports {sclk}]

set non_clock_inputs [all_inputs -no_clocks]
set_input_delay [expr $clk_period * $clk_io_pct] -clock clk0 $non_clock_inputs
set_output_delay [expr $clk_period * $clk_io_pct] -clock clk0 [all_outputs]
$ cat ./design.v
module flash_led(
    input   wire        sclk,
    input   wire        rst_n,
    output  reg         led
);
parameter END_CNT = 499;
parameter END_FLAG_CNT = END_CNT -1;
wire            rst;
reg     [25:0]  div_cnt;
reg             one_s_flag;
assign  rst = ~rst_n;
always @(posedge sclk)begin
    if(rst == 1'b1)begin
        div_cnt <= 'd0;
    end
    else if(div_cnt != END_CNT)begin
        div_cnt <= div_cnt + 1'b1;
    end
    else begin
        div_cnt <= 'd0;
    end
end
always @(posedge sclk)begin
    if(rst == 1'b1) begin
        one_s_flag <= 1'b0;
    end
    else if(div_cnt == END_FLAG_CNT)begin
        one_s_flag <= 1'b1;
    end
    else begin
        one_s_flag <= 1'b0;
    end
end
always @(posedge sclk)begin
    if(rst == 1'b1)begin
        led <= 1'b0;
    end
    else if (one_s_flag == 1'b1)begin
        led <= ~led;
    end
end
endmodule
==> impl_metrics.yaml <==
# synthesis and place-and-route metrics
outcome:
  status: "finished, final reports clean"
logic_synthesis:
  yosys_area_sq_um: 1360
  synth_warnings: 1
  synthTopCellsByArea: "dfxtp_1, xor2_1, nor2_1, o31ai_1, or4_1"
  synthesis.area_sq_um: 1360
  top_area_share_pct: 41.2
  avgSynthCellArea_sq_um: 9.07
  yosys_cells: 150
  yosys.area.top_type: "dfxtp_1"
  ys_seq_share_pct: 41.2
  netlist_instances: 150
  synthArstFlopShare_pct: 0
  synth.most_common_cell: "dfxtp_1"
  synth.distinct_cells: 31
  synth-edff-count: 0
  flop_cell: "dfxtp_1"
  ys_ff: 28
  yosys-top-cells-count: "dfxtp_1, nor2_1, nand2_1, a21oi_1, xor2_1"
global_routing:
  overflow: 0
  antenna_found_initial: 0
  grt_pass1_wl_um: 4180
  grt_max_degree: 19
  grt_usage_pct: 3.29
  grt_pass1_vias: 895
sta:
  fmax_mhz: 465
  hold_violations: 0
  timing_worst_slew_pin_value_ns: 0.588
  finalCriticalPeriod_ns: 2.15
  clock_skew_ns: 0.00181
  slew_viol_final: 0
  slew_headroom_pct: 60.7
  rsz0062_at_grt: "no"
  period_used_pct: 52.5
  setup_viol: 0
  final.setup.tns_ns: 0
worst_setup_path:
  endpoint_kind: "flip-flop"
  r2r-start: "div_cnt[6]"
  cp.arrival_ns: 2.31
  reg2regPathDepth: 5
  critPathSlowestCell: "o31ai_4"
  path_max_fanout: 15
  r2r_setup_slack_ns: 1.95
  crit_type: "flip-flop to flip-flop"
  critPathMaxStageDelay_ns: 0.55
  start_kind: "flip-flop"
  crit_chain: "and3_1 -> nand4_1 -> o31ai_4 -> buf_4 -> a21oi_1"
  crit_required_ns: 4.25
  rr_endpoint: "div_cnt[24]"
clock_tree:
  cts_root_buf: "clkbuf_8"
  cts_tree: "done"
  cts_resized: 0
  numClockSinks: 28
  post_cts_buffers: 0
  clockBufferDepth: 2
  cts_max_level: 1
  clock_insertion_delay_worst_skew_ns: 0.27
  clk_pin_slew_worst_paths_ns: 0.09
  cts_made_buffers: 3
  ctsHoldBuffers: 0
worst_hold_path:
  hold_class: "flip-flop to flip-flop"
  holdCritStartpoint: "div_cnt[25]"
  hold_path_depth: 2
  min_to: "div_cnt[25]"
floorplan:
  die_w_um: 122
  fp.dieH_um: 122
  die_area_sq_um: 14900
  ioPinCount: 3
  initCoreUtil_pct: 13.3
  rows: 37
  coreArea_sq_um: 10200
drt:
  via_count: 1042
  wl_per_cell_um: 8.58
  insertedDiodeCount: 0
  dr.pass1.iters: 4
  drt_wl_total_um: 2440
  ant_nets: 0
  route.detailed.drc: 0
  drt_iter0_markers: 67
  viasPerCell: 3.67
place:
  place.port_buffers: 2
  post-dp-hpwl_um: 1710
  finalWeightedCongestion: 0.800
  place_inst: 281
pwr:
  p_per_area_nw_per_um2: 284
  ir_drop_mv: 0.0907
  leakagePower_nw: 0.480
finish:
  fillers: 1133
  stdcell_count: 284
  syn2layout_area_growth_pct: 13.1
  drive_above_1_share_pct: 7.43
flow_run:
  cap_violations: 0
  tool_warnings: 27
## per-layer routing
metal	routed length, um	vias to the layer above	global-route usage (%)
met2	948	12	4.58
met5	0	-	0
met4	6	0	0.0745
met3	100	2	0.939
li1	-	544	-
met1	1380	484	5.15
## logic make-up after synthesis
group / after synthesis / share of synthesized area, %
xor+xnor: 14 / 9.02
flops: 28 / 41.2
fa+ha+maj: 3 / 2.76
simple gates: 72 / 30.6
buf+inv: 10 / 5.06
compound gates: 23 / 11.3
## critical path: cells and delay by family, from the launching register on
kind                   cells  cell delay [ns]
buffers and inverters      1             0.31
AOI/OAI and AO/OA          2             0.61
and+or+nand+nor            2             0.72
DFF                        1             0.40
## flip-flops by register name (all words and copies together) (netlist names)
name / flops
div_cnt: 26
led: 1
one_s_flag: 1
## metrics by stage
stage / worst slack (ns) / instance area [sq um] / util (%) / hold WS, ns / total power, mW
after floorplan: 2.48 / 1360 / - / 0.451 / 0.292
after global placement: 2.01 / 1500 / 14.6 / 0.468 / 0.297
after detailed placement: 1.99 / 1500 / 14.6 / 0.473 / 0.297
after CTS: 1.96 / 1540 / 15.0 / 0.490 / 0.441
after global routing: 1.79 / 1540 / 15.0 / 0.541 / 0.452
final: 1.95 / 1540 / 15.0 / 0.486 / 0.437
## power by group
group          switching (mW)  internal, mW  leakage (nW)  total (mW)
sequential            0.00326         0.274         0.226       0.277
clock                  0.0807        0.0659        0.0216       0.147
combinational         0.00840       0.00470         0.233      0.0131
## worst max path at each step
stage,from,to,slack [ns],cells after the start
CTS,div_cnt[6],div_cnt[24],1.96,5
finish,div_cnt[6],div_cnt[24],1.95,5
global route,div_cnt[6],div_cnt[25],1.79,5
## final cells by class
class                      instances  area, sq um  share of cell area (%)
tap                              136          170                    11.1
timing repair buffer               3         27.5                    1.79
clock buffer                       3         41.3                    2.69
multi-input combinational        112          731                    47.5
sequential                        28          561                    36.5
inverter                           2         7.51                   0.488
## layout by cell type (no fill, tap or decap), drive strengths merged, types with 3 or more instances in the layout
cell type and instances:
dfxtp 28, nor2 16, nand2 11, xor2 10, a21oi 10, o31ai 9, or4 8, nand3 8
and3 7, nand4 6, and4 5, nor4 4, xnor2 4, o21ai 3, ha 3, clkbuf 3
and2 3
Power and IR drop assume default switching activity.
