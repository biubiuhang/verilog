==> flow/design.v <==
module uart_rx(
    input   wire            sclk,
    input   wire            rst_n,
    input   wire            rx,
    output  reg     [7:0]   po_data,
    output  reg             po_flag
);
parameter CNT_BAUD_MAX = 5207 ;
parameter CNT_HALF_BAUD_MAX = 2603;
reg             rx1,rx2,rx2_reg;  
reg     [12:0]  cnt_baud;
reg             bit_flag;
reg     [3:0]   bit_cnt;
reg             rx_flag;
always @(posedge sclk)begin
    {rx2_reg,rx2,rx1}<={rx2,rx1,rx};  
end
always @(posedge sclk or negedge rst_n) begin
    if (rst_n == 1'b0) begin
        rx_flag <= 1'b0;
    end
    else if (bit_cnt == 4'd8 && bit_flag == 1'b1) begin
        rx_flag <= 1'b0;
    end
    else if (rx2_reg == 1'b1 && rx2 == 1'b0) begin
        rx_flag <= 1'b1;
    end
end
always @(posedge sclk or negedge rst_n) begin
    if (rst_n == 1'b0) begin
        cnt_baud <= 'd0;
    end
    else if (rx_flag == 1'b0) begin
        cnt_baud <= 'd0;
    end
    else if (rx_flag == 1'b1 && cnt_baud == CNT_BAUD_MAX )begin
        cnt_baud <= 'd0;
    end
    else if (rx_flag == 1'b1) begin
        cnt_baud <= cnt_baud + 1'b1;
    end
end
always @(posedge sclk or negedge rst_n) begin
    if (rst_n == 1'b0) begin
            bit_flag <= 1'b0;
    end
    else if (rx_flag == 1'b1 && cnt_baud == CNT_HALF_BAUD_MAX) begin
            bit_flag <= 1'b1;
    end 
    else begin
        bit_flag <= 1'b0;
    end
end
always @(posedge sclk or negedge rst_n) begin
    if (rst_n == 1'b0) begin
        bit_cnt <='d0;
    end
    else if (bit_flag == 1'b1 && bit_cnt == 'd8)begin
        bit_cnt <= 'd0;
    end
    else if (bit_cnt == 1'b1 ) begin
        bit_cnt <= bit_cnt + 1'b1;
    end
end
always @(posedge sclk or negedge rst_n) begin
    if (rst_n == 1'b0) begin
        po_data <= 'd0;
    end
    else if (bit_cnt >= 4'd1 && bit_flag == 1'b1) begin
        po_data <= {rx2_reg,po_data[7:1]};
    end
end
always @(posedge sclk or negedge rst_n) begin
    if (rst_n == 1'b0) begin
        po_flag <= 1'b0;
    end
    else if(bit_cnt == 4'd8 && bit_flag == 1'b1) begin
        po_flag <= 1'b1;
    end
    else begin
        po_flag <= 1'b0;
    end
end
endmodule
==> flow/constraint.sdc <==
current_design uart_rx

set clk_period 2.4
set clk_io_pct 0.2

create_clock -name clk0 -period $clk_period [get_ports {sclk}]

set non_clock_inputs [all_inputs -no_clocks]
set_input_delay [expr $clk_period * $clk_io_pct] -clock clk0 $non_clock_inputs
set_output_delay [expr $clk_period * $clk_io_pct] -clock clk0 [all_outputs]
==> flow/config.mk <==
export PLATFORM = sky130hd
export DESIGN_NAME = uart_rx
export DESIGN_NICKNAME = uart_rx
export VERILOG_FILES = /design/flow/design.v
export SDC_FILE = /design/flow/constraint.sdc
export NUM_CORES = 4
export LEC_CHECK = 1
export CORE_AREA = 10 10 104 104
export DIE_AREA = 0 0 114 114
==> flow/run.sh <==
#!/bin/bash
# OpenROAD 26Q1-2900-gdf79404cd8, Yosys 0.63+post, stock flow scripts
make -C /OpenROAD-flow-scripts/flow DESIGN_CONFIG=/design/flow/config.mk WORK_HOME=/design/flow/orfs finish
==> results.toml <==
# physical design summary
[run_status]
outcome = "complete, no violations"

[final_timing]
tightest_slew_ns = 0.416
rsz0062_at_grt = "no"
maxSlewHeadroom = 0.722
period_minus_slack_ns = 1.92
hold_violations = 0
report.final.setup_viol = 0
slew_violations = 0
clock_skew_ns = 0.00557
setup_tns_ns = 0
fmax_mhz = 521
fin_crit_sh = 0.799

[yosys]
topCellsByArea = "dfrtp_1, mux2_2, ha_1"
yosys_area_um2 = 1390
synth_cell_types = 30
ys.flops = 31
synth.largest_area_cell = "dfrtp_1"
syn_inst = 118
synth_seq_share = 0.546
synth_area_per_cell_um2 = 11.8
top_cell_area_share = 0.503
ys_warn_count = 1
ys_cells = 118
netlist_area_um2 = 1390

[pwr]
p_seq_frac = 0.554
powerDensity_nw_per_um2 = 701
p_comb_frac = 0.128
switching_power_mw = 0.358
clkPwrFrac = 0.318
p_leak_nw = 0.749
p_int_mw = 0.851
peakVddDrop_v = 0.000519
switching_share = 0.296

[clock_tree]
cts_root_buf = "clkbuf_8"
tritoncts = "done"
h-tree-depth = 2
clk_pin_slew_ns = 0.06
hold_buffers = 0
cts_resized = 0
cts_setup_buffers = 0
clockBufferDepth = 2
cts.sink_count = 31
numCtsBuffers = 5
clkLatencyLatePin_ns = 0.28

[die]
core_region_area_um2 = 8680
fp.dieW_um = 114
fp-row-count = 34
die_h_um = 114
chip_area_um2 = 13000
io_pins = 12
fp-utilization = 0.160

[place]
hpwl_um = 1730
placed_cell_area_um2 = 1640
io_buffers = 11
gp_congestion = 0.811

[grt]
gr-total-overflow = 0
track_usage = 0.0384
grt_pass1_wl_um = 4400
grt_pass1_vias = 975
antenna_found_initial = 0
grt_max_degree = 29

[worst_setup_path]
cp.arrival_ns = 2.07
path_class = "register to register"
cp-end-kind = "register"
path_max_fanout = 11
cp.required_ns = 2.55
start_kind = "register"

[finish]
layout_top_cell = "dfrtp_1"
area_growth_pct = 23.9
biggestRegsByFlops = "cnt_baud x13, po_data x8, bit_cnt x4"
final_area_um2 = 1730
largest_reg_flops = 13
largest-register = "cnt_baud"
lay_top_cells = "dfrtp_1, clkdlybuf4s50_1, a21oi_1"
n_fill_cell = 960
drive_above_1_share = 0.175

[flow_run]
warnings = 29
max_cap_violations = 0

[detailed_routing]
drtPass1Iterations = 4
ant_nets = 0
drt-vias-per-instance = 3.90
drtIter0Drc = 6
wl_per_cell_um = 9.87
wl_um = 2420
via_count = 955
drc = 0
antenna_cells = 0

[min_path]
hp-class = "register to register"
==> final timing paths <==
path	from	to	slack (ns)	cells past startpoint
max in group asynchronous	rst_n	cnt_baud[2]$_DFF_PN0_	1.55	2
min in group asynchronous	rst_n	po_data[0]$_DFFE_PN0P_	0.58	2
min	rx1$_DFF_P_	rx2$_DFF_P_	0.33	0
max	cnt_baud[0]$_DFF_PN0_	cnt_baud[6]$_DFF_PN0_	0.48	5
max reg2reg	cnt_baud[0]$_DFF_PN0_	cnt_baud[6]$_DFF_PN0_	0.48	5
min reg2reg	rx1$_DFF_P_	rx2$_DFF_P_	0.33	0
==> kinds of logic (layout without fill, tap and decap cells) <==
group / Yosys count / in the layout / share of synthesized area
flip-flops: 31 / 31 / 0.546
adder cells (fa/ha/maj): 6 / 6 / 0.0539
XOR/XNOR: 4 / 4 / 0.0252
multiplexers: 8 / 8 / 0.0647
buffers and inverters: 10 / 29 / 0.0332
AND-OR/OR-AND: 22 / 22 / 0.115
AND/OR/NAND/NOR: 37 / 37 / 0.162
==> through the flow <==
stage               setup WS [ns]  hold WS (ns)  instances   util  power (mW)
finish                      0.482         0.330        245  0.199        1.21
CTS                         0.479         0.336        245  0.199        1.23
detailed placement          0.497         0.318        237  0.189       0.835
global route                0.388         0.350        245  0.199        1.29
floorplan                   0.610         0.184        118      -       0.782
global placement            0.536         0.317        237  0.189       0.831
==> worst max-delay path: stages (launching register included) <==
cell and delay, ns:
dfrtp_1 0.43, ha_1 0.21, or3b_2 0.50, o41ai_4 0.37, buf_4 0.24, a21oi_1 0.06
==> metal layers <==
| metal | GRT usage | vias up | part of all wire |
|---|---|---|---|
| met5 | 0 | - | 0 |
| met4 | 0.00835 | 0 | 0.026 |
| met3 | 0.0106 | 6 | 0.034 |
| met2 | 0.0653 | 10 | 0.48 |
| met1 | 0.0474 | 473 | 0.46 |
| li1 | - | 466 | - |
==> Yosys cell counts <==
cell type,instances
a21oi_1,9
a31o_2,1
and4b_1,1
buf_2,1
buf_6,1
clkbuf_1,1
dfrtp_1,28
dfxtp_1,3
ha_1,6
inv_1,7
mux2_2,8
nand2_1,3
nand2b_1,1
nand3_1,6
nand4_1,4
nor2_1,8
nor3b_1,1
nor4_1,1
o21ai_0,5
o31ai_1,5
o41ai_2,1
o41ai_4,1
or3_1,4
or3b_2,1
or4_1,4
or4b_2,1
or4b_4,1
or4bb_1,1
xnor2_1,2
xor2_1,2
==> power by group through the flow <==
stage / Combinational [mW] / Sequential, mW / Clock (mW)
4_1_cts: 0.158 / 0.669 / 0.403
5_1_grt: 0.179 / 0.685 / 0.425
6_report: 0.154 / 0.670 / 0.384
==> cell type report <==
type	count	area, um2	share of cell area
Sequential cell	31	761	0.441
Timing Repair Buffer	14	133	0.0769
Multi-Input combinational cell	77	586	0.339
Tap cell	108	135	0.0783
Inverter	7	26.3	0.0152
Clock inverter	2	12.5	0.00725
Clock buffer	6	72.6	0.0421
Power is estimated from default activity; no workload was simulated.
